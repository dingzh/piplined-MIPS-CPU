==> design/flow/design.v <==
`timescale 1ns / 1ps
module forwardMux(
    input [31:0] ID_EX,
    input [31:0] EX_MEM,
    input [31:0] MEM_WB,
    input [1:0] Forward,
    output [31:0] Sel
    );
	 wire [31:0] TEMP;
	 assign Sel =  Forward[1] ? EX_MEM : TEMP;
	 assign TEMP=	Forward[0] ? MEM_WB : ID_EX;
endmodule
==> design/flow/run.sh <==
#!/bin/bash
# OpenROAD 26Q1-2900-gdf79404cd8, Yosys 0.63+post, stock flow scripts
make -C /OpenROAD-flow-scripts/flow DESIGN_CONFIG=/design/flow/config.mk WORK_HOME=/design/flow/orfs finish
==> design/flow/config.mk <==
export PLATFORM = sky130hd
export DESIGN_NAME = forwardMux
export DESIGN_NICKNAME = forwardMux
export VERILOG_FILES = /design/flow/design.v
export SDC_FILE = /design/flow/constraint.sdc
export NUM_CORES = 4
export LEC_CHECK = 1
export CORE_AREA = 10 10 71 71
export DIE_AREA = 0 0 81 81
==> design/flow/constraint.sdc <==
current_design forwardMux

set clk_period 1.0
set clk_io_pct 0.2

create_clock -name clk0 -period $clk_period

set non_clock_inputs [all_inputs -no_clocks]
set_input_delay [expr $clk_period * $clk_io_pct] -clock clk0 $non_clock_inputs
set_output_delay [expr $clk_period * $clk_io_pct] -clock clk0 [all_outputs]
==> results.sh <==
# flow metrics
export IMPL_status="finished, violations left"
export IMPL_violations="setup timing"
export IMPL_period_used_pct=104
export IMPL_grtUsageTotal_pct=12.4
export IMPL_setup_tns_ns=-0.463
export IMPL_instances_no_fill=284
export IMPL_antenna_found_initial=0
export IMPL_arrival_ns=0.84
export IMPL_worstPathRequired_ns=0.80
export IMPL_wl_per_cell_um=15.6
export IMPL_slew_headroom_pct=89.0
export IMPL_cts_hold_buf=0
export IMPL_fp_dieH_um=81
export IMPL_hpwlAfterDp_mm=3.72
export IMPL_post_dp_cell_area_mm2=0.00206
export IMPL_via_per_inst=4.36
export IMPL_hold_class="in2out"
export IMPL_crit_type="in2out"
export IMPL_gp_congestion=0.894
export IMPL_p_per_area_mw_per_mm2=359
export IMPL_final_max_slew_violation_count=0
export IMPL_crit_fanout=7
export IMPL_syn_inst=107
export IMPL_drt_pass1_iter_count=4
export IMPL_final_core_util_pct=52.3
export IMPL_syn_area_um2=714
export IMPL_critPathCaptureType="output port"
export IMPL_fin_ws_ns=-0.0368
export IMPL_warning_count=34
export IMPL_routed_wl_mm=4.43
export IMPL_worstMarginPinSlew_ns=0.161
export IMPL_yosysChipArea_um2=714
export IMPL_die_area_mm2=0.00656
export IMPL_clock_buffers=0
export IMPL_drtIter0Drc=24
export IMPL_dp_cells=281
export IMPL_die_x_um=81
export IMPL_drc=0
export IMPL_setup_viol=28
export IMPL_cp_startpoint="Forward[0]"
export IMPL_regArea_um2=0
export IMPL_max_cap_violations=0
export IMPL_yosysWarnings=0
export IMPL_rsz0062_at_grt="true"
export IMPL_period_minus_slack_ns=1.04
export IMPL_endpoint="Sel[9]"
export IMPL_grt_pass1_vias=1301
export IMPL_grt_overflow=0
export IMPL_num_rows=22
export IMPL_synthToLayoutAreaGrowth_pct=166
export IMPL_antenna_left=0
export IMPL_hold_viol=0
export IMPL_drive_above_1_share_pct=20.3
export IMPL_nFillCells=386
export IMPL_avgSynthCellArea_um2=6.68
export IMPL_p_leak_nw=1.05
export IMPL_ys_cells=107
export IMPL_flops=0
export IMPL_finalInstanceArea_mm2=0.00190
export IMPL_grt_max_degree=19
export IMPL_ys_seq_share_pct=0
export IMPL_cp_start_kind="primary input"
export IMPL_p_total_mw=0.682
export IMPL_coreArea_mm2=0.00363
export IMPL_vias=1238
export IMPL_ir_drop_v=0.000144
export IMPL_portBuffers=130
export IMPL_fp_util_pct=19.7
export IMPL_grt_pass1_wl_mm=6.53
export IMPL_ys_types=8
export IMPL_fmax_mhz=964
export IMPL_io_pins=130
export IMPL_num_antenna_cells=0
-- metrics by stage --
stage               hold WS (ns)  setup WS (ns)
global placement            1.20         -0.555
CTS                        0.784        -0.0565
floorplan                  0.456         0.0975
detailed placement          1.21         -0.558
finish                     0.782        -0.0368
global route               0.811        -0.0982
-- Yosys cell counts (all sizes together) --
library cell | count | area, um^2
o21ai | 32 | 168
nand2 | 32 | 120
buf | 11 | 106
mux2i | 32 | 320
-- layer usage --
metal / vias up / share of wire (%) / GRT usage (%)
met5: - / 0 / 0
met4: 0 / 0 / 0.173
met3: 0 / 14 / 5.68
met2: 62 / 52 / 23.0
met1: 533 / 35 / 13.4
li1: 643 / - / -
-- cell type report --
type                            instances  area, um^2  share of cell area, %
Multi-Input combinational cell         96         616                   32.4
Tap cell                               48        60.1                   3.16
Timing Repair Buffer                  140        1230                   64.5
-- timing repair --
| item | CTS | global route |
|---|---|---|
| setup buffers | 0 | 0 |
| setup endpoints to repair | 32 | 32 |
| resized | 206 | 2 |
| gates cloned | 3 | 0 |
| pin swaps | 42 | 31 |
-- worst min-delay path by stage --
stage / from / endpoint / depth (start not counted)
final: EX_MEM[1] / Sel[1] / 4
after global routing: EX_MEM[16] / Sel[16] / 4
after CTS: EX_MEM[7] / Sel[7] / 4
-- logic make-up (layout without fill, tap and decap cells) --
kind of cell	after synthesis	in the layout	synth area share (%)
AND-OR/OR-AND	32	32	23.5
buffers and inverters	11	140	14.9
AND/OR/NAND/NOR	32	32	16.8
multiplexers	32	32	44.8
-- cells in the final DEF, fill, tap and decap left out, drive strengths merged --
master       instances
dlygate4sd2         96
buf                 44
nand2               32
mux2i               32
o21ai               32
-- power breakdown --
part | switching (mW) | internal (mW)
Sequential | 0 | 0
Clock | 0 | 0
Combinational | 0.228 | 0.454
-- worst max-delay path, cell delays in order --
cell and delay [ns]:
buf_12 0.12, buf_12 0.13, mux2i_1 0.20, o21ai_1 0.08, buf_2 0.11
Power is estimated from default activity; no workload was simulated.
