`/design/flow/constraint.sdc`:
```
current_design Pc

set clk_period 1.0
set clk_io_pct 0.2

create_clock -name clk0 -period $clk_period [get_ports {clock_in}]

set non_clock_inputs [all_inputs -no_clocks]
set_input_delay [expr $clk_period * $clk_io_pct] -clock clk0 $non_clock_inputs
set_output_delay [expr $clk_period * $clk_io_pct] -clock clk0 [all_outputs]
```
`/design/flow/design.v`:
```
`timescale 1ns / 1ps
module Pc(
    input clock_in,
    input [31:0] nextPC,
    output[31:0] currPC,
	 input rst
    );	 
	 reg [31:0] PCFile;
	 initial PCFile <= 0;
	 always @(posedge clock_in)	 begin
		if(rst) PCFile <= 0;
		else PCFile <= nextPC;
	 end
	 assign currPC = PCFile;
endmodule
```
`/design/flow/config.mk`:
```
export PLATFORM = sky130hd
export DESIGN_NAME = Pc
export DESIGN_NICKNAME = Pc
export VERILOG_FILES = /design/flow/design.v
export SDC_FILE = /design/flow/constraint.sdc
export NUM_CORES = 4
export LEC_CHECK = 1
export CORE_AREA = 10 10 102 102
export DIE_AREA = 0 0 112 112
```
`/design/flow/run.sh`:
```
#!/bin/bash
# OpenROAD 26Q1-2900-gdf79404cd8, Yosys 0.63+post, stock flow scripts
make -C /OpenROAD-flow-scripts/flow DESIGN_CONFIG=/design/flow/config.mk WORK_HOME=/design/flow/orfs finish
```
==> results.json <==
{
  "drt_iter0_markers": 13,
  "setup_viol": 0,
  "max-vdd-ir-drop_mv": 0.446,
  "status": "finished, final reports clean",
  "crit_slowest_cell": "dfxtp_1",
  "synth_flops": 32,
  "grt_pass1_vias": 759,
  "combPwrFrac_pct": 10.2,
  "crit_path_max_incr_delay_ps": 310,
  "worst_slew_pin_slew_ps": 142,
  "p_int_mw": 2.12,
  "min_path_type": "primary input to register",
  "dp_hpwl_um": 2350,
  "cp_cell_sequence": "clkdlybuf4s15_1",
  "die_w_um": 112,
  "maxSlewHeadroom_pct": 90.5,
  "wirelength_um": 2820,
  "synth_cell_types": 3,
  "syn_avg_cell_area_sq_um": 12.9,
  "p_leak_nw": 0.674,
  "ys_area_sq_um": 863,
  "warning_count": 25,
  "top_area_cell": "dfxtp_1",
  "fmax_mhz": 1040,
  "portBuffers": 65,
  "cts_tree": "done",
  "clockRootBuffer": "clkbuf_8",
  "area_growth_syn_to_layout_pct": 92.3,
  "fp_util_pct": 10.5,
  "drcViolationCount": 0,
  "wl_per_cell_um": 11.6,
  "drt-pass1-iter-count": 2,
  "critPathTopFamily": "flip-flops",
  "htreeDepth": 2,
  "drive_gt1_share_pct": 31.7,
  "most-common-layout-cells": "clkdlybuf4s50_1, nor2b_1, dfxtp_1, dfxtp_2, clkbuf_2",
  "rsz0062_at_grt": "false",
  "critical_path_buf_inv_count": 1,
  "cts_setup_buffers": 0,
  "min_period_ps": 959,
  "hold_violations": 0,
  "fin_total_pwr_mw": 2.64,
  "grt_start_max_net_pins": 21,
  "tns_ps": 0,
  "yosysWarningCount": 1,
  "num_rows": 33,
  "seq_power_share_pct": 51.6,
  "cts_buffer_depth": 2,
  "p_per_area_nw_per_um2": 1590,
  "fp.dieH_um": 112,
  "placed_area_sq_um": 1650,
  "largest_reg_flops": 32,
  "postSynthCellCount": 67,
  "end_kind": "primary output",
  "finalClockPeriodUsage_pct": 95.9,
  "avgViaCountPerCell": 2.78,
  "die_area_sq_um": 12500,
  "top_register": "PCFile",
  "cp_max_fo": 1,
  "maxCapViolCount": 0,
  "cp.required_ps": 800,
  "fp.coreArea_sq_um": 8220,
  "path_class": "register to primary output",
  "clockPowerShare_pct": 38.1,
  "ant_nets": 0,
  "drv_slew": 0,
  "crit_arrival_ps": 760,
  "yosys.area.top_type_share_pct": 74.2,
  "postLayoutCoreUtil_pct": 20.2,
  "grt_pass1_wl_um": 4320,
  "netSwitchingPower_uw": 526,
  "antenna_found_initial": 0,
  "lay_top_count": "clkdlybuf4s50_1",
  "ys_seq_share_pct": 74.2,
  "synthesis.area_sq_um": 863,
  "sw_frac_of_total_pct": 19.9,
  "grtUsageTotal_pct": 4.30,
  "top_cells_by_area": "dfxtp_1, nor2b_1, buf_4",
  "grt-ovfl-total": 0,
  "clock_sinks": 32,
  "cts_hold_buf": 0,
  "io_pins": 66,
  "n_antenna_cell": 0,
  "final_cell_area_sq_um": 1660,
  "gp_congestion": 0.683,
  "vias": 679,
  "top_regs": "PCFile x32",
  "startpoint_type": "register",
  "ys_cells": 67,
  "cts_buffers": 5,
  "clk_pin_slew_ps": 60
}
cell type report:
type / count / area, sq um
clock buffers: 8 / 90.1
fillers: 889 / 6560
multi-input cells: 32 / 200
flip-flops and latches: 32 / 661
well taps: 105 / 131
repair buffers: 67 / 578
Yosys cell counts:
cell	number
buf_4	3
dfxtp_1	32
nor2b_1	32
worst paths after layout:
| kind | from | endpoint | slack (ps) | depth (start not counted) |
|---|---|---|---|---|
| worst min-delay path | nextPC[7] | PCFile[7]$_SDFF_PP0_ | 470 | 2 |
| worst max-delay path | PCFile[0]$_SDFF_PP0_ | currPC[0] | 40 | 1 |
per-stage QoR:
| stage | instances | hold WS [ps] | worst slack [ps] |
|---|---|---|---|
| after floorplan | 67 | 272 | 509 |
| after CTS | 244 | 462 | 0.214 |
| after global routing | 244 | 453 | 1.59 |
| after detailed placement | 236 | 762 | -137 |
| final | 244 | 470 | 41.0 |
| after global placement | 236 | 759 | -117 |
power groups by stage:
| stage | clock (mW) | combinational [mW] | sequential, mW |
|---|---|---|---|
| 6_report | 1.01 | 0.270 | 1.37 |
| 4_1_cts | 1.08 | 0.303 | 1.36 |
| 5_1_grt | 1.13 | 0.299 | 1.37 |
routing by layer:
| metal | up-vias | track usage [%] | part of all wire [%] |
|---|---|---|---|
| li1 | 340 | - | - |
| met4 | 0 | 0.508 | 1.0 |
| met1 | 298 | 4.51 | 37 |
| met5 | - | 0 | 0 |
| met3 | 3 | 3.20 | 14 |
| met2 | 38 | 6.99 | 48 |
repair_timing:
| action | CTS | global route |
|---|---|---|
| pin swaps | 0 | 0 |
| resized | 73 | 32 |
| setup endpoints to repair | 32 | 25 |
cell families after synthesis:
family	synth area share, %
buf+inv	2.61
flops	74.2
simple gates	23.2
Power is estimated from default activity; no workload was simulated.
