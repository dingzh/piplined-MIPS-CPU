==> design.v <==
`timescale 1ns / 1ps
module dataMemory(
    input clock_in,
    input [31:0] address,
    input [31:0] writeData,
    output reg [31:0] readData,
    input memWrite,
    input memRead
    );
	 reg [31:0] memFile [127:0];
	 always @(memRead)
	 begin
		if(address/4<128)	readData = memFile[address/4];     
		else readData = 32'b00000000000000000000000000000000;
	 end
	 always @(negedge clock_in)
	 begin
		if(memWrite)  memFile[address/4] = writeData;
	 end
endmodule
==> run.sh <==
#!/bin/bash
# OpenROAD 26Q1-2900-gdf79404cd8, Yosys 0.63+post, stock flow scripts
make -C /OpenROAD-flow-scripts/flow DESIGN_CONFIG=/design/flow/config.mk WORK_HOME=/design/flow/orfs finish
==> config.mk <==
export PLATFORM = sky130hd
export DESIGN_NAME = dataMemory
export DESIGN_NICKNAME = dataMemory
export VERILOG_FILES = /design/flow/design.v
export SDC_FILE = /design/flow/constraint.sdc
export NUM_CORES = 4
export LEC_CHECK = 1
export CORE_UTILIZATION = 40
==> constraint.sdc <==
current_design dataMemory

set clk_period 23.9
set clk_io_pct 0.2

create_clock -name clk0 -period $clk_period [get_ports {clock_in}]

set non_clock_inputs [all_inputs -no_clocks]
set_input_delay [expr $clk_period * $clk_io_pct] -clock clk0 $non_clock_inputs
set_output_delay [expr $clk_period * $clk_io_pct] -clock clk0 [all_outputs]
==> Slide: Implementation Results <==
Flow Results at a Glance

CTS
  • CTS tree: yes
  • Post-CTS Setup Repair Bufs: 0
  • Maximum buffer depth of the clock tree: 4
  • Hold-fix buffers at CTS: 0
  • CTS Buf Count: approximately 420
  • Root buf cell: clkbuf_16
  • Clk sinks: around 4,000
  • Clock-pin transition on the worst setup and hold timing paths: approximately 30 ps
  • H-tree depth: 5
  • Cells resized by post-CTS repair: 0

Route
  • Detailed-route via count: about 100k
  • Number of DRC violations after detailed-routing iteration 0: 6,584
  • Routed metal-1 wire length: 145,000 um
  • Via count normalized by instance count: roughly 5.5
  • Met3 layer wire length in the routed design: 101,000 um
  • Final routed wire length divided by cell count: 27.6 um
  • Highest metal layer used by the detailed router: met5
  • Detailed Routing Iterations Pass 1: 8
  • Met2 Routed Length: 231,000 um
  • Post-route DRC violation count: 0
  • Post-route antenna net violation count: 0
  • Post-detailed-routing wire length: a little over 500,000 um

Final timing
  • Worst rel slew slack: 19.8%
  • Post-route setup TNS: 0 ps
  • RSZ-0062 raised after global routing: no
  • Final setup viols: 0
  • Final max-slew violation count: 0
  • Slew of the pin with the lowest slew margin: 1200 ps
  • Minimum hold slack: 10,940 ps
  • Hold violation total from the final report: 0

GRT
  • Wire length of the first global-routing pass: 713,000 um
  • Pin count of the biggest net entering global routing: between 100 and 150
  • Total overflow reported by the global router: 0
  • Antenna violations before repair: 25
  • Vias in the first global route: 113,000
  • All-Layer GR Usage: 28.4%

Synth
  • Per-instance average area after synthesis: 18.9 sq um
  • Number of cells in the yosys synthesis report: 8,290
  • Ys Warns: 1
  • Fraction of post-synthesis cell area in the top cell type by area: 78.6%
  • Synth Seq Share: 78.6%
  • Register bit count reported by yosys: 4,096
  • Post-synth design cell area: around 0.16 sq mm
  • Instance tally after logic synthesis: 8,290
  • Prevailing post-synth register cell: edfxtp_1
  • Yosys top cell by area: edfxtp_1
  • Proportion of synthesized flip-flops having asynchronous set or reset: 0%
  • Count of flip-flops with a built-in enable after synthesis: 4,096
  • Yosys stat chip area: 0.156 sq mm
  • Count of unique library cells instantiated by Yosys: 78
  • Leading cell types by total area after synthesis: edfxtp_1, mux4_2, mux2i_1

Place
  • Final estimated routing congestion in global placement: slightly above 0.9
  • Half-perimeter wire length after detailed placement: 280,000 um
  • Port Buffers: 95

Flow run
  • Number of max-cap violations: 0
  • Warning total across the stage logs: 1,033

Power and ir drop
  • Sw Ratio: 27.8%
  • Peak supply drop: 0.0779 mV
  • Power spent charging and discharging nets: 5050 uW
  • Flop pwr share: 44.0%
  • Internal portion of total power: roughly 13,000 uW
  • Fraction of power consumed by the clock network: between 50% and 60%
  • Leakage power summed over all cells: around 0.078 uW
  • Combinational share of power: 4.6%
  • Cell area power density: 93.2 mW/mm^2

Finish
  • Area growth from synthesis to layout: 24.6%
  • Most common cell after layout, fill and taps aside: inv_1
  • Top cells excl fill/tap: inv_1, edfxtp_1, o22ai_1
  • Proportion of layout cells with a drive suffix above 1: 13.9%
  • Flip-flop count of the largest register after layout: around 4,000

Setup path
  • Required time worst endpoint: around 19,000 ps
  • Worst Setup Path Type: flip-flop to output port
  • Maximum fanout along the worst path: 1
  • CP Launch Type: flip-flop
  • Capturing element type of the critical path: output port
  • Arrival time reported for the critical path endpoint: 16,490 ps

Die
  • Die height: between 600 and 700 um
  • Die extent in x: between 600 and 700 um
  • Pre-Place Util: 40.2%
  • Die Size: 0.394 sq mm
  • Placement row count: around 230
  • Core box area: 0.389 sq mm
  • Count of boundary I/O pins: ~100

Hold path
  • Path category of the worst min-delay check: input port to output port
  • Hold Path Cell Cnt: 7

Outcome
  • Outcome: finished, final reports clean
==> cell type report <==
cell class | instances | area [sq um]
Antenna cell | 14 | 35.0
Clock buffer | 427 | 10700
Tap cell | 5197 | 6500
Clock inverter | 4430 | 19000
Sequential cell | 4096 | 123000
Fill cell | 30500 | 194000
Inverter | 4 | 21.3
Timing Repair Buffer | 560 | 4540
Multi-Input combinational cell | 3607 | 31100
==> power groups by stage <==
| stage | Clock, uW | Combinational [uW] | Sequential (uW) |
|---|---|---|---|
| CTS | 9570 | 820 | 8000 |
| global route | 10400 | 875 | 7990 |
| finish | 9330 | 836 | 8000 |
==> path summary, 6_finish.rpt <==
kind                  slack, ps            to                 startpoint
worst min-delay path      10940  readData[23]                 address[3]
worst max-delay path       2630  readData[13]  memFile[85][13]$_DFFE_NP_
==> metal layers <==
| layer | global-route usage, % | up-vias |
|---|---|---|
| li1 | - | 43800 |
| met1 | 26.0 | 47600 |
| met2 | 38.6 | 7448 |
| met3 | 28.0 | 1135 |
| met4 | 15.7 | 62 |
| met5 | 5.14 | - |
==> stage by stage <==
stage               total power (uW)  setup slack, ps  utilization [%]  cell area, sq um  instances
global placement                9900             3070             42.5            165000      13500
detailed placement              9920             2970             42.5            165000      13500
floorplan                       9490             3750                -            156000       8290
global route                   19300             2650             50.1            195000      18300
CTS                            18400             2560             50.1            195000      18300
finish                         18200             2630             50.1            195000      18300
==> synthesized netlist by cell type (11+ instances only) <==
library cell  instances
edfxtp_1           4096
o22ai_1             593
mux2i_1             449
o21ai_0             393
mux4_2              311
o221ai_1            303
nor2_1              267
buf_2               240
nand2_1             179
a21oi_1             159
mux2_2              150
a22oi_1             147
clkbuf_1            142
nand3_1             120
buf_4                79
a221oi_1             63
buf_6                63
a31oi_1              52
a211oi_1             50
buf_1                39
nor3_1               34
o22a_1               34
nand4_1              31
nor2b_1              21
o2111ai_1            20
o211ai_1             19
and3_1               16
nand2b_1             16
nor4_1               15
a2111oi_0            13
a211o_1              11
buf_8                11
==> cells by family after synthesis <==
logic type	Yosys count	synth area share (%)
DFF	4096	78.6
AOI/OAI and AO/OA	1958	8.48
muxes	918	8.55
and+or+nand+nor	731	2.10
buffers and inverters	587	2.25
==> critical path, stage by stage, from the launching register on <==
cell and delay, ps:
edfxtp_1 340, mux4_2 480, nor2_1 120, nor3_1 70, o21ai_0 690, a21oi_1 360
a31oi_1 740, nor4_1 150, buf_4 220, clkdlybuf4s50_1 410
No activity file was given, so power comes from the tool's default toggle rates.
